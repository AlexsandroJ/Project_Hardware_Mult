==> ./design.v <==
module mux_128
(   
    input logic [2:0]Seletor, 
    input logic [127:0] A, 
    input logic [127:0] B, 
    input logic [127:0] C, 
    input logic [127:0] D,
    output logic [127:0] Saida);
    always_comb begin
        case(Seletor)
            3'b000: Saida = A;
            3'b001: Saida = B;
            3'b010: Saida = C;
            3'b011: Saida = D ;
            default: Saida = 64'd0;
        endcase
    end
endmodule
==> ./run.sh <==
#!/bin/bash
# OpenROAD 26Q1-2900-gdf79404cd8, Yosys 0.63+post, stock flow scripts
make -C /OpenROAD-flow-scripts/flow DESIGN_CONFIG=/design/flow/config.mk WORK_HOME=/design/flow/orfs finish
==> ./config.mk <==
export PLATFORM = sky130hd
export DESIGN_NAME = mux_128
export DESIGN_NICKNAME = mux_128
export VERILOG_FILES = /design/flow/design.v
export SDC_FILE = /design/flow/constraint.sdc
export NUM_CORES = 4
export LEC_CHECK = 1
export CORE_AREA = 10 10 252 252
export DIE_AREA = 0 0 262 262
==> ./constraint.sdc <==
current_design mux_128

set clk_period 25.7
set clk_io_pct 0.2

create_clock -name clk0 -period $clk_period

set non_clock_inputs [all_inputs -no_clocks]
set_input_delay [expr $clk_period * $clk_io_pct] -clock clk0 $non_clock_inputs
set_output_delay [expr $clk_period * $clk_io_pct] -clock clk0 [all_outputs]
==> results.toml <==
# physical design summary
[power]
switchingPower_w = 0.00005526
vdd_ir_drop_max_v = 0.000008130
clkPwrFrac_pct = 0
internal_power_w = 0.0001216
p_leak_nw = 4.273
p_seq_share_pct = 0
switching_share_pct = 31.25
power_w = 0.0001768
p_per_area_nw_per_um2 = 16.18
p_comb_share_pct = 100.0

[sta]
post-route-period-util_pct = 53.56
fmax_mhz = 72.65
setup_viol = 0
hold_viol_final = 0
final_max_slew_viol_count = 0
hold-worst-slack_ns = 11.25
finalSetupTns_ns = 0
period_minus_slack_ns = 13.76
fin_ws_ns = 11.94
rsz0062_at_grt = "false"
worstMarginPinSlew_ns = 0.7913
slew_headroom_pct = 47.24

[placed_design]
placed_area_um2 = 10930
io_buffers = 643
place_congestion = 0.9616
hpwl_mm = 32.14
place_ws_ns = 11.97

[synth]
ys_warn_count = 1
syn_area_um2 = 4006
yosys.area.top_type_share_pct = 63.96
avgSynthCellArea_um2 = 9.044
synth_chip_area_um2 = 4006
xor_share_pct = 0
top_logic_kind = "multiplexers"
ys_seq_share_pct = 0
synthMuxAreaShare_pct = 63.96
simple_gate_share_pct = 0.3748
yosys.cell_types.count = 11
synthCells = 443
fa_ha_area_share_pct = 0
largest_area_cell = "mux2i_1"
top_cells_by_area = "mux2i_1, o22ai_1, buf_12"
aoi_share_pct = 19.99
ys_cells = 443

[final_layout]
fillCellCount = 6334
seqCellArea_um2 = 0
clkbuf_count = 0
finalInstanceArea_um2 = 10930
area_growth_pct = 172.8
ff_count = 0
drive_gt1_share_pct = 2.099

[critical_path]
worst_setup_path_end_kind = "primary output"
crit_fanout = 57
crit_path_end = "Saida[31]"
cp_data_arrival_time_ns = 8.62
critPathLaunch = "Seletor[0]"
startpoint_type = "primary input"
crit_required_ns = 20.56
crit_type = "primary input to primary output"

[drt]
antenna_left = 0
wl_mm = 35.84
vias = 6301
drc_errors = 0
first_pass_iters = 4
vias_per_cell = 3.474
drt_first_iter_violations = 344
wl_per_cell_um = 19.76

[floorplanning]
initCoreUtil_pct = 6.931
dieHeight_um = 262
die_w_um = 262
core_um2 = 57810
fp-row-count = 88
io_pins = 643
die_area_um2 = 68640

[grt]
grt_pass1_wl_mm = 47.52
grt_max_degree = 58
grt_pass1_vias = 6810
antenna_found_initial = 2
grt-ovfl-total = 0
grt_util_all_layers_pct = 9.438

[min_path]
hold_class = "primary input to primary output"
holdPathStages = 4

[outcome]
status = "complete, no violations"

[clock_tree]
cts_setup_buffers = 0
ctsResizeCount = 0
hold_buffers = 0

[job]
cap_violations = 0
tool_warnings = 32
## stage by stage
step,std cells,util (%)
floorplan,443,-
global placement,1813,18.90
detailed placement,1813,18.90
CTS,1813,18.90
global route,1813,18.90
finish,1814,18.91
## worst max-delay path, stage by stage
cell,delay (ns)
buf_8,0.42
buf_4,0.56
buf_4,0.71
buf_4,0.69
mux2i_1,0.17
o22ai_1,0.23
clkdlybuf4s50_1,0.56
## power groups by stage
stage / combinational, W / clock, W / sequential [W]
6_report: 0.000177 / 0.00000000000538 / 0
5_1_grt: 0.000189 / 0 / 0
4_1_cts: 0.000180 / 0 / 0
## cell families after synthesis
logic type	Yosys count
multiplexers	256
AND/OR/NAND/NOR	2
buffers and inverters	57
AND-OR/OR-AND	128
## cells in the final DEF, fill, tap and decap left out, drive strengths merged
cell | Yosys | final
or2 | 1 | 1
o22ai | 128 | 128
diode | 0 | 1
clkdlybuf4s50 | 0 | 642
nand2b | 1 | 1
buf | 55 | 20
mux2i | 256 | 256
## worst min path at each step
stage | to | slack [ns] | from
after CTS | Saida[104] | 11.25 | Seletor[0]
after global routing | Saida[108] | 11.28 | Seletor[0]
final | Saida[99] | 11.25 | Seletor[0]
## area by class of cell
class              count  area (um^2)  share of cell area [%]
repair buffers       662         6584                   60.24
well taps            765        957.2                   8.758
diodes                 1        2.502                 0.02290
multi-input cells    386         3386                   30.98
## routing by layer
metal | track usage, % | part of all wire, % | vias to the layer above
met4 | 1.820 | 2.1 | 0
li1 | - | - | 3011
met2 | 16.44 | 49 | 456
met5 | 0 | 0 | -
met1 | 10.99 | 37 | 2808
met3 | 3.399 | 12 | 26
## Yosys cell counts (all sizes together)
cell type / n
mux2i: 256
buf: 55
or2: 1
o22ai: 128
clkbuf: 2
nand2b: 1
Power figures rest on the tool's default switching activity, not on a simulated workload.
